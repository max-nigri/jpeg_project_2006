<file path="/design/flow/config.mk">
export PLATFORM = sky130hd
export DESIGN_NAME = fp2int
export DESIGN_NICKNAME = fp2int
export VERILOG_FILES = /design/flow/design.v
export SDC_FILE = /design/flow/constraint.sdc
export NUM_CORES = 4
export LEC_CHECK = 1
export CORE_AREA = 10 10 88 88
export DIE_AREA = 0 0 98 98
</file>
<file path="/design/flow/constraint.sdc">
current_design fp2int

set clk_period 2.1
set clk_io_pct 0.2

create_clock -name clk0 -period $clk_period

set non_clock_inputs [all_inputs -no_clocks]
set_input_delay [expr $clk_period * $clk_io_pct] -clock clk0 $non_clock_inputs
set_output_delay [expr $clk_period * $clk_io_pct] -clock clk0 [all_outputs]
</file>
<file path="/design/flow/design.v">
module fp2int
  #(parameter INT_WIDTH = 8)	       
    (input [23:0] d_in,
    output [INT_WIDTH-1:0] d_out	       
);
   wire [15:0] 	 ma = d_in[23:8];
   wire [7:0] 	 exp = d_in[7:0];
   wire [15+INT_WIDTH-1:0] shifted_d_in = exp[7] ? 0 :{ {11{ma[15]}}, ma} << exp;
   assign 		   d_out = shifted_d_in[15+INT_WIDTH-1:15];
endmodule
</file>
<file path="/design/flow/run.sh">
#!/bin/bash
# OpenROAD 26Q1-2900-gdf79404cd8, Yosys 0.63+post, stock flow scripts
make -C /OpenROAD-flow-scripts/flow DESIGN_CONFIG=/design/flow/config.mk WORK_HOME=/design/flow/orfs finish
</file>
==> results.tsv <==
stage	metric	value	unit
worst_setup_path	crit_path_end_kind	output port	
route	wire_per_inst	16.92	um
final_layout	seq_cells	0	
floorplan	io_pins	32	
worst_setup_path	startpoint	d_in[1]	
global_routing	met2_usage	15.48	%
worst_hold_path	holdPathEnd	d_out[1]	
global_routing	top_usage_layer	met2	
route	diodes	0	
synth	yosysSeqAreaShare	0	%
power_and_ir_drop	vdd_ir_drop_max	0.09035	mV
synth	synth_area	978.4	sq um
final_timing	maxSlewViolCount	0	
floorplan	rows	28	
floorplan	core_region_area	5921	sq um
final_layout	drive_gt1_share	73.93	%
outcome	outcome	finished, violations left	
place	gp_congestion	0.9123	
final_layout	nFillCells	547	
final_layout	syn_to_final_growth	114.4	%
global_routing	grt_use_met3	1.209	%
synth	ys_cells	123	
route	firstDrtPassIters	6	
worst_setup_path	critPathMaxFanout	6	
floorplan	dieHeight	98	um
worst_setup_path	crit_type	in2out	
synth	topCellsByArea	mux2i_1 17%, mux4_2 14%, mux2_4 4.6%, nor2_1 3.5%, mux2_2 3.5%	
final_timing	final-setup-viol-count	6	
synth	yosysTopAreaCellShare	17.39	%
synth	synth-area-yosys	978.4	sq um
route	viasPerCell	5.140	
final_layout	clkbuf_count	0	
worst_setup_path	critPathRequiredTime	1.68	ns
worst_hold_path	hp-class	in2out	
final_layout	final_area	2098	sq um
final_timing	post-route-min-period	2.247	ns
final_timing	slew_headroom	77.09	%
floorplan	die-area	9604	sq um
outcome	violations	negative setup slack	
flow_run	maxCapViolCount	0	
route	drt_wl_total	4838	um
final_layout	seq_area	0	sq um
power_and_ir_drop	p_leak	0.8890	nW
floorplan	fp_util	16.53	%
worst_hold_path	hp-start	d_in[8]	
route	ant_nets	0	
worst_setup_path	crit_arrival	1.83	ns
worst_setup_path	cp-start-kind	input pin	
final_timing	hold_violations	0	
global_routing	grt_max_degree	12	
final_timing	postLayoutSetupSlackWorst	-0.1466	ns
power_and_ir_drop	p_per_area	205.6	nW/um^2
route	drc	0	
final_timing	tightest_slew	0.3406	ns
final_timing	rsz0062_at_grt	true	
synth	synth_cell_types	44	
flow_run	tool_warnings	34	
global_routing	grt_pass1_wl	7334	um
route	drt_iter0_markers	200	
cts	cts_hold_buffers	0	
floorplan	fp.dieW	98	um
synth	syn_avg_cell_area	7.955	sq um
global_routing	track_usage	8.888	%
global_routing	grt_util_met1	11.83	%
place	dpl_cell_area	1654	sq um
final_timing	fin_setup_tns	-0.4388	ns
synth	postSynthCellCount	123	
worst_hold_path	min_path_cells	5	
place	hpwl	3218	um
final_timing	fmax	445.1	MHz
global_routing	grt_pass1_vias	1448	
global_routing	antenna_found_initial	0	
route	num_vias	1470	
synth	synth_warnings	0	
global_routing	overflow	0	
place	numPortBuffers	32	
final_timing	finalCritPeriodShare	107.0	%
synth	largest_area_cell	mux2i_1	
-- layer usage --
metal | vias to the layer above | wire, um
li1 | 681 | -
met5 | - | 0
met4 | 0 | 70
met2 | 69 | 2410
met3 | 8 | 273
met1 | 712 | 2084
-- placed cells by master (no fill, tap or decap), types with 3 or more instances in the layout --
master	n
o221ai_2	3
nand2_1	6
and2_1	3
mux2i_1	8
buf_6	12
clkbuf_2	10
buf_12	4
a21oi_2	3
mux2_4	4
mux2i_4	3
nor2_1	6
nor3_1	4
mux4_2	6
nand3_1	5
buf_4	50
mux2i_2	6
buf_2	17
o21ai_1	3
-- stage by stage --
stage	utilization (%)	power, mW	instances	hold slack (ns)	setup WS, ns
finish	35.44	0.4314	286	1.394	-0.1466
global route	35.44	0.4576	286	1.432	-0.2523
CTS	32.73	0.3771	272	1.466	-0.2162
detailed placement	27.94	0.3109	261	2.003	-0.9973
global placement	27.94	0.3109	261	1.992	-1.011
floorplan	-	0.1543	123	0.9730	0.001878
-- how the worst max path moves through the flow --
stage | slack (ns) | endpoint | cells past startpoint
after global routing | -0.25 | d_out[5] | 7
final | -0.15 | d_out[5] | 7
after CTS | -0.22 | d_out[0] | 7
-- report_power, final --
part | internal, mW | switching, mW
combinational | 0.240 | 0.191
sequential | 0 | 0
clock | 0 | 0
-- cells by family after synthesis --
kind of cell | after synthesis | share of synthesized area, %
mux | 29 | 39.26
buf+inv | 13 | 7.928
simple gates | 46 | 25.83
compound gates | 35 | 26.98
-- critical path: stages --
cell and delay, ns:
buf_12 0.12, buf_6 0.11, or3_4 0.38, o221ai_2 0.17, a31oi_2 0.13, nor4_2 0.34, buf_2 0.15
-- synthesized netlist by cell type, drive strengths merged --
cell and n:
or3 1, mux2 6, nand3 5, nand2 7, o22ai 4, nor3 6, a21o 1, a21oi 4
o21ai 4, or3b 2, nor4 2, or4 1, a22oi 1, a222oi 2, o41ai 1, a21bo 1
mux4 6, o221ai 3, clkinv 1, a211oi 2, o32a 1, a2bb2oi 2, a2111oi 1, nor2b 5
clkbuf 5, a32o 1, a221o 1, nand2b 1, nor2 9, a31oi 1, nor4b 2, and2 3
a221oi 2, buf 7, o21a 2, or2 1, nand4 1, a31o 1, mux2i 17
-- what timing repair did --
item	in CTS	in global routing
setup buffers	10	18
gates resized	136	51
pin swaps	26	24
cloned	1	0
endpoints found under the hold margin	0	0
endpoints found under the setup margin	8	8
-- layout make-up --
class | count | area [sq um] | share of cell area [%]
well taps | 75 | 93.84 | 4.472
repair buffers | 100 | 820.8 | 39.12
multi-input cells | 110 | 1179 | 56.17
inverters | 1 | 5.005 | 0.2385
Power figures rest on the tool's default switching activity, not on a simulated workload.
