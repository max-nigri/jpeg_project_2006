**./design.v**
```verilog
module uint2fp (
   input [7:0] d_in,
   output [23:0] d_out
);
   reg [15:0] 	 ma;
   reg [7:0] 	 ea;
   integer 	 i;
   always @(*) begin
      ma= {1'b0, d_in, 7'h0};
      ea = 8'h8;
      if (ma == 0)
	ea = 0;
      else begin
	 for (i=0; i<8; i=i+1)
	   if (!ma[14]) begin
	      ma = ma << 1;
	      ea = ea - 1;
	   end
      end
   end
   assign d_out = {ma, ea};
endmodule
```
**./config.mk**
```make
export PLATFORM = sky130hd
export DESIGN_NAME = uint2fp
export DESIGN_NICKNAME = uint2fp
export VERILOG_FILES = /design/flow/design.v
export SDC_FILE = /design/flow/constraint.sdc
export NUM_CORES = 4
export LEC_CHECK = 1
export CORE_AREA = 10 10 70 70
export DIE_AREA = 0 0 80 80
```
**./constraint.sdc**
```tcl
current_design uint2fp

set clk_period 2.6
set clk_io_pct 0.2

create_clock -name clk0 -period $clk_period

set non_clock_inputs [all_inputs -no_clocks]
set_input_delay [expr $clk_period * $clk_io_pct] -clock clk0 $non_clock_inputs
set_output_delay [expr $clk_period * $clk_io_pct] -clock clk0 [all_outputs]
```
**./run.sh**
```bash
#!/bin/bash
# OpenROAD 26Q1-2900-gdf79404cd8, Yosys 0.63+post, stock flow scripts
make -C /OpenROAD-flow-scripts/flow DESIGN_CONFIG=/design/flow/config.mk WORK_HOME=/design/flow/orfs finish
```
==> run_results.csv <==
group,metric,value,unit
yosys,syn_inst,121,
cells_and_area,nFillCells,305,
place,post-place-ws,-1.499,ns
die,core,3416,um^2
detailed_routing,drc_errors,0,
cells_and_area,layout.cells.most_common,"buf_4",
worst_hold_path,min-delay-start,"d_in[3]",
grt,grt_antenna_before_repair,0,
clock_network,hold_buffers,0,
grt,grt-ovfl-total,0,
worst_setup_path,crit_slowest_cell,"mux2_4",
worst_setup_path,critPathKind,"in -> out",
detailed_routing,wl_per_cell,13.40,um
grt,grt_pass1_wl,4.836,mm
detailed_routing,first_iter_violations,51,
worst_setup_path,cp_slowest_stage_delay,0.29,ns
yosys,yosysWarnings,1,
yosys,syn_area,752.0,um^2
die,die_h,80,um
detailed_routing,vias,1115,
worst_setup_path,arrival,2.89,ns
place,port_buffers,24,
power,leakage,0.7125,nW
worst_setup_path,cp_data_required_time,2.08,ns
flow_run,warnings,36,
worst_setup_path,end_kind,"primary output",
worst_setup_path,critical_path.startpoint_type,"input port",
cells_and_area,fin_util,45.57,%
final_timing,setup-violations-final,9,
detailed_routing,ant_nets,0,
die,dieArea,6400,um^2
detailed_routing,first_pass_iters,4,
die,initCoreUtil,22.01,%
final_timing,rsz0062_at_grt,"yes",
power,p_per_area,147.6,nW/um^2
die,core.rowCount,21,
die,die_x,80,um
grt,grt_pass1_vias,1036,
cells_and_area,drive_above_1_share,56.99,%
flow_run,maxCapViolCount,0,
status,violations,"negative setup slack",
final_timing,layout_setup_ws,-0.8077,ns
status,status,"finished, violations left",
final_timing,slew_violations,0,
yosys,ys_cells,121,
cells_and_area,lay_top_cells,"42 x buf_4, 12 x buf_6, 10 x nand2_1, 10 x buf_2, 8 x conb_1",
detailed_routing,wirelength,3.108,mm
cells_and_area,regArea,0,um^2
final_timing,min_period,3.408,ns
power,ir_worst_vdd,0.00005788,V
worst_hold_path,hold_path_depth,5,
yosys,synth.distinct_cells,40,
cells_and_area,area_growth_syn_to_layout,107.0,%
worst_hold_path,hold_end,"d_out[20]",
yosys,synth_seq_share,0,%
final_timing,finalHoldViolations,0,
yosys,synth_area_per_cell,6.215,um^2
place,detailed_place_hpwl,2.024,mm
place,place_congestion,0.8630,
yosys,yosys.stat.chipArea,752.0,um^2
cells_and_area,clock_buffers,0,
die,pin_count,32,
grt,grt.total_usage,8.730,%
grt,grt_max_degree,15,
final_timing,max_freq,0.2934,GHz
worst_setup_path,critPathMaxFanout,2,
final_timing,min_period_over_period,131.1,%
cells_and_area,seq_cell_count,0,
worst_setup_path,crit_chain,"buf_8 > inv_4 > a21oi_2 > nor2_2 > inv_2 > ha_4 > o31ai_2 > nand2_1 > ha_4 > mux2i_1 > nand2_1 > nand2_1 > nand2_2 > ha_4 > nand4b_1 > buf_4 > mux2_4 > buf_6",
detailed_routing,diodes,0,
detailed_routing,via_per_inst,4.806,
cells_and_area,comb_area,864.6,um^2
worst_hold_path,min_path_type,"in -> out",
[power by group]
part	internal (W)	total, W	switching, W
Sequential	0	0	0
Clock	0	0	0
Combinational	0.000125	0.000230	0.000105
[critical path: cells and delay by family]
family	cells	cell delay (ns)
fa+ha+maj	3	0.62
mux	2	0.47
compound gates	2	0.21
simple gates	6	0.62
buf+inv	5	0.45
[routing by layer]
metal | vias up | wire length (um) | track usage, %
met4 | 0 | 8 | 0
li1 | 545 | - | -
met3 | 2 | 221 | 2.045
met2 | 34 | 1467 | 14.85
met1 | 534 | 1410 | 11.54
met5 | - | 0 | 0
[per-stage QoR]
step	std cells	TNS [ns]	hold slack, ns	cell area (um^2)	total power [W]
6_report	232	-4.751	1.563	1556	0.0002298
5_1_grt	232	-5.824	1.613	1556	0.0002483
4_1_cts	230	-4.776	1.568	1478	0.0002039
3_5_place_dp	210	-13.73	2.084	1227	0.0001702
3_3_place_gp	210	-13.72	2.087	1227	0.0001712
2_1_floorplan	128	-3.191	1.105	827.0	0.00009322
[worst max path at each step]
stage        from  endpoint  slack, ns  cells past startpoint
6_report  d_in[5]  d_out[4]      -0.81                     18
4_1_cts   d_in[5]  d_out[4]      -0.77                     18
5_1_grt   d_in[5]  d_out[4]      -0.92                     18
[logic make-up after synthesis]
group | Yosys count | synth area share (%)
and+or+nand+nor | 50 | 36.44
xor gates and xnor gates | 2 | 2.330
adders and majority gates | 5 | 8.319
buffers and inverters | 22 | 15.14
other | 1 | 0.4987
muxes | 7 | 9.817
AOI/OAI and AO/OA | 34 | 27.45
[synth_stat cells, drive strengths merged (2+ instances only)]
cell | count | area share (%)
clkbuf | 9 | 4.5
nand2 | 13 | 6.5
nand2b | 3 | 3.5
buf | 9 | 8.7
mux2i | 4 | 5.3
o21ai | 9 | 6.0
nor3b | 2 | 3.5
inv | 4 | 2.0
nor2 | 12 | 6.3
o22ai | 2 | 1.7
o31ai | 2 | 2.0
ha | 5 | 8.3
xnor2 | 2 | 2.3
and3 | 2 | 1.7
o21a | 2 | 2.0
nand3 | 3 | 2.0
nor3 | 6 | 4.0
a22oi | 2 | 2.0
mux2 | 3 | 4.5
a21oi | 11 | 7.3
[repair_timing]
action | 4_1_cts | 5_1_grt
pin swaps | 28 | 14
buffers inserted | 21 | 5
endpoints found under the setup margin | 14 | 13
gates cloned | 0 | 0
gates resized | 101 | 22
[layout make-up]
cell class                      count  area share [%]
Inverter                            4           1.125
Multi-Input combinational cell    106           55.55
Tap cell                           46           3.698
Timing Repair Buffer               76           39.63
No activity file was given, so power comes from the tool's default toggle rates.
